==> /design/flow/design.v <==
module simple_arbiter
#(
    parameter                               m_w = 2
)(
    input   logic              [0  : 0]     clk,         
    input   logic              [0  : 0]     rstn,        
    input   logic   [m_w-1 : 0]             bus_req,     
    input   logic   [m_w-1 : 0]             bus_lock,    
    output  logic   [m_w-1 : 0]             bus_grant,   
    input   logic   [m_w-1 : 0][31 : 0]     addr_m,      
    output  logic   [m_w-1 : 0][31 : 0]     rd_m,        
    input   logic   [m_w-1 : 0][31 : 0]     wd_m,        
    input   logic   [m_w-1 : 0][0  : 0]     we_m,        
    input   logic   [m_w-1 : 0][1  : 0]     size_m,      
    output  logic              [31 : 0]     addr_f,      
    input   logic              [31 : 0]     rd_f,        
    output  logic              [31 : 0]     wd_f,        
    output  logic              [0  : 0]     we_f,        
    output  logic              [1  : 0]     size_f       
);
    logic   [m_w-1 : 0]     mst_en;
    logic   [m_w-1 : 0]     bus_req_pri;
    assign addr_f = addr_m[mst_en];
    assign wd_f = wd_m[mst_en];
    assign size_f = size_m[mst_en];
    assign we_f = we_m[mst_en];
    assign rd_m[0] = rd_f;
    assign rd_m[1] = rd_f;
    always_ff @(posedge clk)
    begin
        if( ! rstn )
        begin
            mst_en <= '0;
            bus_grant <= '0;
        end
        else
            if( ( bus_req[1] == '1 ) && ( bus_lock[1] == '1 ) && ( mst_en == '0 ) )
            begin
                bus_grant[0] <= '0;
                bus_grant[1] <= '1;
                mst_en <= 1;
            end
            if( ( bus_req[0] == '1 ) && ( bus_lock[1] == '0 ) )
            begin
                bus_grant[0] <= '1;
                bus_grant[1] <= '0;
                mst_en <= 0;
            end
    end
endmodule : simple_arbiter
==> /design/flow/run.sh <==
#!/bin/bash
# OpenROAD 26Q1-2900-gdf79404cd8, Yosys 0.63+post, stock flow scripts
make -C /OpenROAD-flow-scripts/flow DESIGN_CONFIG=/design/flow/config.mk WORK_HOME=/design/flow/orfs finish
==> /design/flow/config.mk <==
export PLATFORM = sky130hd
export DESIGN_NAME = simple_arbiter
export DESIGN_NICKNAME = simple_arbiter
export VERILOG_FILES = /design/flow/design.v
export SDC_FILE = /design/flow/constraint.sdc
export NUM_CORES = 4
export LEC_CHECK = 1
export CORE_AREA = 10 10 125 125
export DIE_AREA = 0 0 135 135
==> /design/flow/constraint.sdc <==
current_design simple_arbiter

set clk_period 4.1
set clk_io_pct 0.2

create_clock -name clk0 -period $clk_period [get_ports {clk}]

set non_clock_inputs [all_inputs -no_clocks]
set_input_delay [expr $clk_period * $clk_io_pct] -clock clk0 $non_clock_inputs
set_output_delay [expr $clk_period * $clk_io_pct] -clock clk0 [all_outputs]
==> run_results.csv <==
group,metric,value,unit
clock_tree,cts_max_level,1,
global_routing,gr-total-overflow,0,
drt,top_layer_used,"met4",
synthesis,ys_types,10,
final_layout,drive_gt1_share,25.1,%
global_routing,grt_pass1_wl,10400,µm
worst_setup_path,cp_cell_sequence,"buf_4 -> mux2_2 -> clkdlybuf4s50_1",
global_routing,grt_pass1_vias,1833,
final_layout,synthToLayoutAreaGrowth,130,%
final_layout,final_common_cell,"clkdlybuf4s50_1",
final_timing,tightest_slew,680,ps
final_timing,fin_skew,2.59,ps
drt,vias,1533,
clock_tree,cts.sinks,2,
final_timing,rsz0062_at_grt,"no",
worst_setup_path,slowest_delay,750,ps
drt,wl,7400,µm
synthesis,ys_cells,148,
placement,pre_cts_slack,1260,ps
flow_run,warnings,50,
drt,ant_nets,0,
synthesis,yosysTopAreaCell,"mux2_2",
placement,dpl_cell_area,3160,µm²
worst_setup_path,worst_ep_required_time,3280,ps
final_timing,fmax,328,MHz
placement,dpl.cell_count,455,
worst_setup_path,cp_num_buf_inv,2,
worst_hold_path,hold_path_depth,2,
drt,wirelength_met1,2610,µm
worst_setup_path,critPathArrivalTime,2230,ps
drt,wl_met3,1440,µm
drt,wl_per_cell,16.1,µm
worst_setup_path,endpoint_kind,"output pin",
synthesis,synth_area,1400,µm²
die,io_pins,305,
synthesis,avgSynthCellArea,9.49,µm²
die,core_area,12800,µm²
clock_tree,numCtsBuffers,3,
power,p_per_area,150,nW/µm²
drt,routed-wl-met2,3240,µm
placement,post-dp-hpwl,6610,µm
worst_setup_path,slowest_stage,"dfxtp_4",
worst_setup_path,cp_max_fo,52,
synthesis,synth.area.top_cells,"mux2_2, buf_4, mux2_4, dfxtp_1, buf_6",
power,p_leak,1.16,nW
synthesis,top_area_share,47.3,%
synthesis,synth_cells,148,
die,die.size.y,135,µm
worst_setup_path,path_depth,3,
die,row_count,41,
clock_tree,clk_latency,210,ps
clock_tree,clockRootBuffer,"clkbuf_16",
drt,num_antenna_cells,0,
drt,vias_per_cell,3.34,
worst_setup_path,path_delay_family,"buffers and inverters",
synthesis,ys_chip_area,1400,µm²
outcome,outcome,"finished clean",
drt,drt_first_pass_iters,2,
die,die-area,18200,µm²
synthesis,ys_ff,2,
drt,drc_errors,0,
die,initial_utilization,11.0,%
final_timing,setup_tns,0,ps
final_timing,relSlewSlack,54.6,%
clock_tree,cts_tree,"built",
global_routing,grt_max_degree,53,
worst_setup_path,crit_type,"flop to output pin",
final_timing,slew_viol_final,0,
final_timing,hold_viol_final,0,
final_timing,setup_viol,0,
final_layout,fin_util,25.3,%
power,ir_worst_vdd,0.282,mV
global_routing,grt_antenna_before_repair,0,
global_routing,grt_use_total,7.26,%
final_layout,fillCellCount,1340,
worst_setup_path,startpoint_type,"flop",
clock_tree,cts_setup_buffers,0,
die,fp.dieW,135,µm
worst_setup_path,reg2reg_depth,2,
final_timing,timing.final.ws_setup,1050,ps
worst_hold_path,worstHoldPathType,"flop to flop",
final_layout,most-common-layout-cells,"clkdlybuf4s50_1, mux2_2, mux2_4",
final_layout,final_area,3230,µm²
final_timing,period_minus_slack,3050,ps
placement,routabilityCongestion,0.892,
placement,port_buffers,207,
clock_tree,ctsLongestPathBuffers,2,
synthesis,postSynthSeqShare,2.85,%
drt,drt_iter0_markers,3,
final_layout,stdcell_count,459,
final_timing,min_period_over_period,74.3,%
clock_tree,postCtsResizedCells,0,
flow_run,max-cap-violations,0,
clock_tree,clkTransAtPathRegs,30,ps
clock_tree,cts-hold-fix-buffers,0,
synthesis,yosys_warnings,1,
final timing paths:
path	startpoint	to	slack, ps
setup reg to reg	mst_en$_SDFFE_PP0P_	mst_en$_SDFFE_PP0P_	2960
setup / recovery	mst_en$_SDFFE_PP0P_	size_f[0]	1050
hold reg to reg	bus_grant[0]$_SDFFE_PP1P_	bus_grant[0]$_SDFFE_PP1P_	520
hold / removal	bus_grant[0]$_SDFFE_PP1P_	bus_grant[0]$_SDFFE_PP1P_	520
synthesized netlist by cell type:
master    count
a21boi_0      1
buf_2         5
buf_4        65
buf_6         3
dfxtp_1       2
mux2_2       59
mux2_4        8
nand2_1       3
nand2b_1      1
o211ai_1      1
sequential cells by signal (all words and copies together) (netlist names):
register,flops
bus_grant,1
mst_en,1
layout make-up:
class	instances	area, µm²	share of cell area (%)
repair buffers	208	2080	64.3
multi-input cells	73	817	25.3
well taps	172	215	6.65
clock buffers	4	78.8	2.44
flip-flops and latches	2	43.8	1.35
worst reg2reg max path: cells and delay by family (launching register included):
kind,cells,cell delay (ps)
AND-OR/OR-AND,1,190
flip-flops,1,750
AND/OR/NAND/NOR,1,120
logic make-up after synthesis:
kind of cell    count (synthesis)  share of synthesized area, %
buf+inv                        73                          38.9
mux                            67                          55.9
simple gates                    4                          1.25
flops                           2                          2.85
compound gates                  2                          1.07
through the flow:
step / total power, W / hold slack (ps)
6_report: 0.000485 / 516
5_1_grt: 0.000523 / 562
4_1_cts: 0.000501 / 522
3_5_place_dp: 0.000345 / 478
3_3_place_gp: 0.000346 / 484
2_1_floorplan: 0.000132 / 438
routing by layer:
metal,vias up,global-route usage [%]
met5,-,0
met4,0,1.14
met3,11,5.31
met2,164,11.8
met1,638,7.51
li1,720,-
power by group:
part           internal [W]  switching, W
clock              0.000127     0.0000171
sequential        0.0000210     0.0000117
combinational      0.000256     0.0000511
Power and IR drop assume default switching activity.
