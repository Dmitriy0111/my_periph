--- flow/design.v ---
module fifo
#(
    parameter                       depth = 64,
                                    data_w = 32
)(
    input   logic   [0        : 0]  clk,             
    input   logic   [0        : 0]  rstn,            
    input   logic   [1        : 0]  fifo_lvl,        
    input   logic   [0        : 0]  we,              
    input   logic   [data_w-1 : 0]  wd,              
    output  logic   [0        : 0]  fifo_full,       
    input   logic   [0        : 0]  re,              
    output  logic   [data_w-1 : 0]  rd,              
    output  logic   [0        : 0]  fifo_emp         
);
    logic   [data_w-1        : 0]   fifo_mem    [depth-1 : 0];
    logic   [$clog2(depth)-1 : 0]   wr_addr;
    logic   [$clog2(depth)-1 : 0]   rd_addr;
    logic   [$clog2(depth)   : 0]   fifo_c;
    assign rd = fifo_mem[rd_addr];
    assign fifo_emp = fifo_c == 0;
    always_comb
    begin
        fifo_full = '0;
        case( fifo_lvl )
            2'b00   : fifo_full = fifo_c == 1;
            2'b01   : fifo_full = fifo_c == (depth >> 2);
            2'b10   : fifo_full = fifo_c == (depth >> 1);
            2'b11   : fifo_full = fifo_c == depth;
        endcase
    end
    always_ff @(posedge clk)
        if( ! rstn )
            fifo_c <= '0;
        else if( (~we) && re )
            fifo_c <= fifo_c - 1'b1;
        else if( (~re) && we )
            fifo_c <= fifo_c + 1'b1;
    always_ff @(posedge clk)
        if( ! rstn )
            rd_addr <= '0;
        else if( re ) 
            rd_addr <= rd_addr + 1'b1;
    always_ff @(posedge clk)
        if( ! rstn )
            wr_addr <= '0;
        else if( we ) 
            wr_addr <= wr_addr + 1'b1;
    always_ff @(posedge clk)
        if( we ) 
            fifo_mem[wr_addr] <= wd;
endmodule : fifo
--- flow/run.sh ---
#!/bin/bash
# OpenROAD 26Q1-2900-gdf79404cd8, Yosys 0.63+post, stock flow scripts
make -C /OpenROAD-flow-scripts/flow DESIGN_CONFIG=/design/flow/config.mk WORK_HOME=/design/flow/orfs finish
--- flow/config.mk ---
export PLATFORM = sky130hd
export DESIGN_NAME = fifo
export DESIGN_NICKNAME = fifo
export VERILOG_FILES = /design/flow/design.v
export SDC_FILE = /design/flow/constraint.sdc
export NUM_CORES = 4
export LEC_CHECK = 1
export CORE_UTILIZATION = 40
--- flow/constraint.sdc ---
current_design fifo

set clk_period 71.5
set clk_io_pct 0.2

create_clock -name clk0 -period $clk_period [get_ports {clk}]

set non_clock_inputs [all_inputs -no_clocks]
set_input_delay [expr $clk_period * $clk_io_pct] -clock clk0 $non_clock_inputs
set_output_delay [expr $clk_period * $clk_io_pct] -clock clk0 [all_outputs]
==> flow_summary.yaml <==
# generated from flow reports
status:
  status: "finished, final reports clean"
place:
  place.gp.congestion: 0.823
  dp_cells: 6281
  dpl.hpwl_um: 104000
  portBuffers: 71
floorplanning:
  ios: 72
  die_y_um: 448
  dieWidth_um: 448
  row_count: 163
  core_area_mm2: 0.198
  fp_util: 0.403
  die-area_mm2: 0.201
logic_synthesis:
  netlist.area_leader.share: 0.772
  largest_area_cell: "edfxtp_1"
  ff_type: "edfxtp_1"
  ys_top_cells_by_count: "edfxtp_1 (2048), mux4_2 (454), mux2i_1 (156)"
  yosysWarnings: 1
  synthMuxAreaShare: 0.154
  area_leaders: "edfxtp_1 (77%), mux4_2 (13%), mux2i_1 (2.0%)"
  synth.logic.top_family: "multiplexers"
  ys.flops: 2073
  ys_types: 66
  ys_seq_share: 0.778
  simple_gate_area_frac: 0.0200
  netlist_instances: 3601
  synth-edff-count: 2048
  syn-cell-area_mm2: 0.0797
  xor_share: 0.00154
  yosysMostFrequentCell: "edfxtp_1"
  avgSynthCellArea_um2: 22.1
  fa_ha_area_frac: 0.00110
  async_flop_share: 0
  ys_chip_area_mm2: 0.0797
  ys_sh_aoi: 0.0279
  ys_cells: 3601
global_routing:
  grt_pass1_wl_um: 279000
  grt_use_total: 0.216
  grt_pass1_vias: 41100
  grt-ovfl-total: 0
  antenna_found_initial: 2
  grt_max_degree: 84
setup_path:
  arrival_ns: 15.96
  end_kind: "primary output"
  worstReg2RegEnd: "fifo_mem[21][22]$_DFFE_PP_"
  crit_required_ns: 57.20
  reg2reg_from: "wr_addr[2]$_SDFFE_PN0P_"
  reg2reg_depth: 4
  worstPathMaxFanout: 4
  critPathKind: "primary input to primary output"
  reg2reg_slack_ns: 68.31
  worst_setup_path_start_kind: "primary input"
job:
  warning_count: 1426
  maxCapViolCount: 0
timing:
  fmax_mhz: 33.0
  timing.final.crit_period_ns: 30.26
  setup_viol: 0
  slew_violations: 0
  fin_crit_sh: 0.423
  fin_skew_ns: 0.00555
  finalHoldViolCount: 0
  grt_setup_unrepaired: "no"
  tightest_slew_ns: 1.03
  slew_headroom: 0.308
  setup_tns_ns: 0
cts:
  clock-root-buffer: "clkbuf_16"
  clk_pin_slew_ns: 0.05
  cts_tree: "built"
  ctsResizeCount: 0
  h-tree-depth: 4
  cts_num_sinks: 2073
  cts_buffers: 198
  clk_path_buf_depth: 3
  post_cts_buffers: 0
  clock_latency_ns: 0.57
  cts_hold_buf: 0
min_path:
  min_path_type: "flop to flop"
  whs_endpoint: "rd_addr[5]$_SDFFE_PN0P_"
  holdPathStages: 2
  min_from: "rd_addr[5]$_SDFFE_PN0P_"
pwr:
  ir_worst_vdd_mv: 0.0149
  total_power_w: 0.00232
  swShare: 0.154
  clkPwrFrac: 0.359
  power.density_mw_per_mm2: 25.7
  power_switching_w: 0.000358
  power_frac_seq: 0.581
  p_leak_nw: 27.0
  p_comb_frac: 0.060
  p_int_w: 0.00196
detailed_routing:
  drtPass1Iterations: 5
  vias: 37300
  finalWirelength_um: 193000
  drc: 0
  drtIter0Drc: 2345
  wl_per_cell_um: 29.1
  viasPerCell: 5.61
  ant_nets: 0
layout:
  areaGrowthSynthToFinish_pct: 13.1
  nFillCells: 16100
  stdcell_count: 6638
  layout-drive-gt1-share: 0.260
==> metrics by stage <==
stage | setup WS, ns | area [um^2] | utilization | hold slack (ns)
final | 41.24 | 90100 | 0.456 | 0.536
after global routing | 41.06 | 90100 | 0.456 | 0.570
after CTS | 41.23 | 90100 | 0.456 | 0.533
after detailed placement | 41.24 | 84000 | 0.425 | 0.517
after global placement | 41.12 | 84000 | 0.425 | 0.498
after floorplan | 42.33 | 79700 | - | 0.470
==> registers in the layout (all words and copies together), names as in the netlist, named ones only <==
register / flops
fifo_mem: 2048
fifo_c: 7
rd_addr: 6
wr_addr: 6
==> layout by cell type (no fill, tap or decap), types with 7 or more instances in the layout <==
| cell type | Yosys | routed |
|---|---|---|
| edfxtp_1 | 2048 | 2048 |
| mux4_2 | 454 | 454 |
| clkbuf_16 | 0 | 204 |
| buf_4 | 43 | 164 |
| mux2i_1 | 156 | 156 |
| o22ai_1 | 120 | 120 |
| nor2_4 | 0 | 58 |
| nor2_1 | 115 | 57 |
| clkbuf_1 | 54 | 54 |
| nand2_1 | 51 | 51 |
| clkinv_1 | 0 | 46 |
| a21oi_1 | 41 | 41 |
| clkdlybuf4s50_1 | 0 | 39 |
| o21ai_0 | 36 | 36 |
| mux2_2 | 33 | 33 |
| buf_2 | 62 | 32 |
| clkinv_2 | 0 | 25 |
| a22oi_1 | 22 | 22 |
| nor4_1 | 26 | 22 |
| nand2b_1 | 21 | 21 |
| nor3_1 | 26 | 20 |
| dfxtp_1 | 25 | 20 |
| and2_1 | 19 | 19 |
| nor2b_1 | 19 | 18 |
| a211oi_1 | 17 | 17 |
| o221ai_1 | 13 | 13 |
| o22a_1 | 12 | 12 |
| a221oi_1 | 10 | 10 |
| xnor2_1 | 10 | 10 |
| bufinv_16 | 0 | 9 |
| mux2_1 | 8 | 8 |
| a221o_1 | 8 | 8 |
| nand3_1 | 7 | 7 |
| ha_1 | 7 | 7 |
==> worst max-delay path: stages <==
cell and delay (ns):
clkdlybuf4s50_1 0.52, nand2_1 0.07, o22ai_1 0.13, a31oi_1 0.10
nor4_1 0.23, a31o_2 0.15, clkdlybuf4s50_1 0.46
==> area by class of cell <==
| class | instances | area [um^2] | share of cell area |
|---|---|---|---|
| Timing Repair Buffer | 240 | 1880 | 0.0209 |
| Multi-Input combinational cell | 1320 | 16800 | 0.186 |
| Sequential cell | 2073 | 62000 | 0.688 |
| Tap cell | 2640 | 3300 | 0.0367 |
| Clock inverter | 90 | 698 | 0.00775 |
| Clock buffer | 266 | 5390 | 0.0598 |
| Inverter | 8 | 30.0 | 0.000333 |
| Antenna cell | 1 | 2.50 | 0.0000278 |
==> power groups by stage <==
stage / Sequential, W / Clock, W / Combinational [W]
final: 0.00135 / 0.000832 / 0.000139
after CTS: 0.00134 / 0.00101 / 0.000143
after global routing: 0.00134 / 0.00106 / 0.000150
==> routing by layer <==
layer  global-route usage  wire [um]
met1                0.259      61900
met2                0.308      90000
met3                0.179      35400
met4               0.0465       5180
met5               0.0108        259
==> worst max-delay path by stage <==
| stage | to | startpoint | cells past startpoint |
|---|---|---|---|
| finish | fifo_full[0] | fifo_lvl[0] | 7 |
| global route | fifo_full[0] | fifo_lvl[0] | 7 |
| CTS | fifo_full[0] | fifo_lvl[0] | 7 |
==> cells by family (layout without fill, tap and decap cells) <==
logic type	Yosys count	in the layout
compound gates	325	325
fa+ha+maj	7	7
xor+xnor	14	14
simple gates	322	322
other cells	0	1
flops	2073	2073
buf+inv	208	604
mux	652	652
Power figures rest on the tool's default switching activity, not on a simulated workload.
