`./design.v`:
```
module ahb2apb_bridge
#(
    parameter                       a_w = 8,
                                    cdc_use = 1
)(
    input   logic   [0     : 0]     hclk,        
    input   logic   [0     : 0]     hresetn,     
    input   logic   [31    : 0]     haddr_s,     
    output  logic   [31    : 0]     hrdata_s,    
    input   logic   [31    : 0]     hwdata_s,    
    input   logic   [0     : 0]     hwrite_s,    
    input   logic   [1     : 0]     htrans_s,    
    input   logic   [2     : 0]     hsize_s,     
    input   logic   [2     : 0]     hburst_s,    
    output  logic   [1     : 0]     hresp_s,     
    output  logic   [0     : 0]     hready_s,    
    input   logic   [0     : 0]     hsel_s,      
    input   logic   [0     : 0]     pclk,        
    input   logic   [0     : 0]     presetn,     
    output  logic   [a_w-1 : 0]     paddr,       
    output  logic   [31    : 0]     pwdata,      
    input   logic   [31    : 0]     prdata,      
    output  logic   [0     : 0]     pwrite,      
    output  logic   [0     : 0]     penable,     
    input   logic   [0     : 0]     pready,      
    output  logic   [0     : 0]     psel         
);
    logic   [0     : 0]     trans_req;
    logic   [0     : 0]     ahb_req;
    logic   [0     : 0]     ahb_ack;
    logic   [31    : 0]     ahb_addr;
    logic   [31    : 0]     ahb_wd;
    logic   [31    : 0]     ahb_rd;
    logic   [0     : 0]     ahb_wr_rd;
    logic   [0     : 0]     h_idle2trans;
    logic   [0     : 0]     h_trans2idle;
    logic   [0     : 0]     apb_req;
    logic   [0     : 0]     apb_ack;
    logic   [a_w-1 : 0]     apb_addr;
    logic   [31    : 0]     apb_wd;
    logic   [31    : 0]     apb_rd;
    logic   [0     : 0]     apb_wr_rd;
    logic   [0     : 0]     p_idle2setup;
    logic   [0     : 0]     p_setup2enable;
    logic   [0     : 0]     p_enable2idle;
    enum
    logic   [1     : 0]     { APB_IDLE_s , APB_SETUP_s , APB_ENABLE_s } pstate, next_pstate;
    enum
    logic   [0     : 0]     { AHB_IDLE_s , AHB_TRANS_s } hstate, next_hstate;
    logic   [2     : 0]     req_sync;
    logic   [2     : 0]     ack_sync;
    assign trans_req = ( hsel_s && ( htrans_s != '0 ) );
    assign h_idle2trans = trans_req && (! hready_s);
    assign h_trans2idle = ahb_ack;
    assign ahb_wd    = hwdata_s;
    assign apb_wd    = ahb_wd;
    assign hrdata_s  = ahb_rd;
    assign apb_addr  = ahb_addr[0 +: a_w];
    assign apb_wr_rd = ahb_wr_rd;
    assign apb_req = ( cdc_use == 1 ) ? ( req_sync[2] ^ req_sync[1] ) : ahb_req;
    assign ahb_ack = ( cdc_use == 1 ) ? ( ack_sync[2] ^ ack_sync[1] ) : apb_ack;
    assign p_idle2setup   = apb_req;
    assign p_setup2enable = '1;
    assign p_enable2idle  = pready;
    assign hresp_s = '0;
    always_ff @(posedge hclk)
        if( ! hresetn )
            hstate <= AHB_IDLE_s;
        else
            hstate <= next_hstate;
    always_comb
    begin
        next_hstate = hstate;
        case( hstate )
            AHB_IDLE_s  : next_hstate = ( h_idle2trans == '1 ) ? AHB_TRANS_s : hstate;
            AHB_TRANS_s : next_hstate = ( h_trans2idle == '1 ) ? AHB_IDLE_s  : hstate;
            default     : next_hstate = AHB_IDLE_s;
        endcase
    end
    always_ff @(posedge hclk)
        if( ! hresetn )
        begin
            ahb_addr  <= '0;
            hready_s  <= '0;
            ahb_wr_rd <= '0;
        end
        else
            case( hstate )
                AHB_IDLE_s  :
                begin
                    ahb_addr  <= haddr_s;
                    hready_s  <= '0;
                    ahb_wr_rd <= hwrite_s;
                end
                AHB_TRANS_s :
                begin
                    if( h_trans2idle )
                    begin
                        ahb_rd   <= apb_rd;
                        hready_s <= '1;
                    end
                end
                default     : ;
            endcase
    always_ff @(posedge pclk)
        if( ! presetn )
            pstate <= APB_IDLE_s;
        else
            pstate <= next_pstate;
    always_comb
    begin
        next_pstate = pstate;
        case( pstate )
            APB_IDLE_s      : next_pstate = ( p_idle2setup   == '1 ) ? APB_SETUP_s  : pstate;
            APB_SETUP_s     : next_pstate = ( p_setup2enable == '1 ) ? APB_ENABLE_s : pstate;
            APB_ENABLE_s    : next_pstate = ( p_enable2idle  == '1 ) ? APB_IDLE_s   : pstate;
            default         : next_pstate = APB_IDLE_s;
        endcase
    end
    always_ff @(posedge pclk)
        if( ! presetn ) 
        begin
            psel    <= '0;
            paddr   <= '0;
            pwdata  <= '0;
            pwrite  <= '0;
            penable <= '0;
        end
        else
            case( pstate )
                APB_IDLE_s      :
                    if( p_idle2setup )
                    begin
                        psel    <= '1;
                        paddr   <= apb_addr;
                        pwrite  <= apb_wr_rd;
                        pwdata  <= apb_wd;
                        penable <= '0;
                    end
                APB_SETUP_s     :
                    penable <= '1;
                APB_ENABLE_s    :
                    if( p_enable2idle )
                    begin
                        psel    <= '0;
                        apb_rd  <= prdata;
                        penable <= '0;
                    end
                default         : ;
            endcase
    always_ff @(posedge hclk)
    if( ! hresetn )
        ahb_req <= '0;
    else
        ahb_req <=  ( ( hstate == AHB_IDLE_s ) && h_idle2trans ) ?
                    ( ( cdc_use == 1 ) ? ~ ahb_req : '1 ) :
                    ( ( cdc_use == 1 ) ?   ahb_req : '0 );
    always_ff @(posedge hclk)
        if( ! hresetn )
            ack_sync <= '0;
        else
            ack_sync <= { ack_sync[1 : 0] , apb_ack };
    always_ff @(posedge pclk)
        if( ! presetn )
            req_sync <= '0;
        else
            req_sync <= { req_sync[1 : 0] , ahb_req };
    always_ff @(posedge pclk)
        if( ! presetn )
            apb_ack <= '0;
        else
            apb_ack <=  ( ( pstate == APB_ENABLE_s ) && p_enable2idle ) ?
                        ( ( cdc_use == 1 ) ? ~ apb_ack : '1 ) :
                        ( ( cdc_use == 1 ) ?   apb_ack : '0 );
endmodule : ahb2apb_bridge
```
`./run.sh`:
```
#!/bin/bash
# OpenROAD 26Q1-2900-gdf79404cd8, Yosys 0.63+post, stock flow scripts
make -C /OpenROAD-flow-scripts/flow DESIGN_CONFIG=/design/flow/config.mk WORK_HOME=/design/flow/orfs finish
```
`./config.mk`:
```
export PLATFORM = sky130hd
export DESIGN_NAME = ahb2apb_bridge
export DESIGN_NICKNAME = ahb2apb_bridge
export VERILOG_FILES = /design/flow/design.v
export SDC_FILE = /design/flow/constraint.sdc
export NUM_CORES = 4
export LEC_CHECK = 1
export CORE_UTILIZATION = 30
```
`./constraint.sdc`:
```
current_design ahb2apb_bridge

set clk_period 3.7
set clk_io_pct 0.2

create_clock -name clk0 -period $clk_period [get_ports {hclk}]
create_clock -name clk1 -period $clk_period [get_ports {pclk}]

set non_clock_inputs [all_inputs -no_clocks]
set_input_delay [expr $clk_period * $clk_io_pct] -clock clk0 $non_clock_inputs
set_output_delay [expr $clk_period * $clk_io_pct] -clock clk0 [all_outputs]
```
==> metrics.yaml <==
run_status:
  status: "finished clean"
final_timing:
  finalSetupViolCount: 0
  rsz0062_at_grt: "no"
  drv_slew: 0
  slew_headroom_pct: 57.2
  report.final.hold_viol_count: 0
  skew_ns: 0.00122
  finalSetupTns_ns: 0
  worst_pin_slew_ns: 0.641
drt:
  via_per_inst: 4.63
  diodes: 0
  firstDrtPassIters: 4
  route.final.wire_length_um: 9890
  wl_per_cell_um: 14.5
  drt_iter0_markers: 226
  antenna_left: 0
  via_count: 3156
  drc: 0
synth:
  yosys.cell_types.count: 31
  synth-async-reset-ratio_pct: 0
  ys_seq_share_pct: 73.2
  top_cell_area_share_pct: 43.6
  top_area_cell: "edfxtp_1"
  synth.avg_cell_area_um2: 13.0
  synth-edff-count: 64
  top_cells_by_area: "edfxtp_1 (44%), dfxtp_1 (30%), a21oi_1 (5.1%), nand3_1 (4.8%), o21ai_0 (4.1%)"
  yosys-stat-area_um2: 4410
  ff_type: "dfxtp_1"
  yosys_warnings: 1
  syn-cell-area_um2: 4410
  synth_cells: 340
  yosys_cells: 340
  ys_ff: 129
grt:
  met3_usage_pct: 8.00
  gr-usage-all-layers_pct: 13.7
  overflow: 0
  use_met1_pct: 19.4
  antenna_found_initial: 0
  grt_max_degree: 47
  gr-usage-met2_pct: 18.6
  busiest_layer: "met1"
  grt_pass1_vias: 2956
  grt_pass1_wl_um: 15300
clock_tree:
  cts_setup_buffers: 0
  cts_num_sinks: 129
  clk_pin_slew_ns: 0.05
  cts_resized: 0
  holdBufCountCts: 0
  cts_tree: "yes"
die:
  core_um2: 14100
  fp.dieH_um: 123
  fp.dieW_um: 123
  rows: 43
  io_pins: 189
  die_area_um2: 15200
  fp_util_pct: 31.3
setup_path:
  critPathCaptureType: "register"
  critPathLaunchType: "input pin"
  required_ns: 3.61
  path_max_fanout: 32
  critical_path_class: "input pin to register"
  ff2ff_setup_slack_ns: 1.95
  cp_data_arrival_time_ns: 1.89
hold_path:
  hp-class: "register to register"
placement:
  hpwl_um: 6220
  gp_congestion: 0.723
  numPortBuffers: 155
  dp_cells: 657
flow_run:
  max-cap-violations: 0
  warning_count: 145
cells_and_area:
  final_cell_mix: "clkdlybuf4s50_1 (155), dfxtp_1 (65), edfxtp_1 (64), a21oi_1 (45), nand3_1 (42)"
  drive_gt1_share_pct: 7.78
  areaGrowthSynthToFinish_pct: 49.2
  layout_top_cell: "clkdlybuf4s50_1"
  stdcell_count: 681
power_and_ir_drop:
  max-vdd-ir-drop_mv: 0.200
  cellPowerDensity_nw_per_um2: 450
  leakagePower_uw: 0.00221
## path summary, 6_finish.rpt
check,depth (start not counted),endpoint,startpoint
worst max register to register,3,ahb_rd[24],hstate
max in group clk1,4,apb_rd[10],presetn[0]
min in group clk1,2,paddr[5],ahb_addr[5]
worst min register to register,1,ack_sync[1],ack_sync[0]
worst max-delay path,4,ahb_rd[24],hresetn[0]
worst min-delay path,1,ack_sync[1],ack_sync[0]
## area by class of cell
| cell class | instances | area [µm²] |
|---|---|---|
| Clock buffer | 14 | 350 |
| Clock inverter | 10 | 121 |
| Fill cell | 1231 | 7520 |
| Inverter | 6 | 22.5 |
| Multi-Input combinational cell | 180 | 1030 |
| Sequential cell | 129 | 3220 |
| Tap cell | 180 | 225 |
| Timing Repair Buffer | 162 | 1600 |
## routing by layer
layer | part of all wire (%) | wire (µm)
met2 | 40 | 3930
met5 | 0 | 0
met1 | 43 | 4220
met3 | 15 | 1480
met4 | 2.6 | 260
## cells in the mapped netlist (2+ instances only)
cell	number
nor2_1	17
edfxtp_1	64
a21oi_1	45
nand2_1	3
mux2i_1	9
o21ai_0	36
o21ai_1	5
buf_6	8
buf_2	2
clkbuf_1	13
and2_1	5
buf_4	2
nand3b_1	2
inv_1	6
nand3_1	42
dfxtp_1	65
and2_2	2
## metrics by stage
stage	setup WS, ns	power [µW]	utilization [%]	hold WS (ns)	instance area (µm²)
6_report	1.73	2960	46.6	0.432	6580
3_3_place_gp	1.44	1770	43.3	0.400	6100
3_5_place_dp	1.41	1770	43.3	0.405	6100
4_1_cts	1.74	3210	46.6	0.408	6580
2_1_floorplan	0.720	1640	-	0.400	4410
5_1_grt	1.64	3290	46.6	0.431	6580
## logic make-up (layout without fill, tap and decap cells)
| group | Yosys count | count (layout) | share of synthesized area [%] |
|---|---|---|---|
| other | 1 | 2 | 0.0851 |
| buffers and inverters | 32 | 192 | 4.32 |
| flip-flops | 129 | 129 | 73.2 |
| AND/OR/NAND/NOR | 74 | 74 | 8.35 |
| AND-OR/OR-AND | 91 | 91 | 10.9 |
| multiplexers | 9 | 9 | 2.04 |
| XOR/XNOR | 4 | 4 | 1.14 |
## worst max-delay path, cell delays in order
cell and delay [ns]:
clkdlybuf4s50_1 0.54, nand2_1 0.10, nor2_2 0.11, buf_4 0.38
## sequential cells by signal, summed over array words and instances (netlist names), 3 cells and up
| signal | flops |
|---|---|
| req_sync | 3 |
| paddr | 8 |
| ack_sync | 3 |
| pwdata | 32 |
| apb_rd | 32 |
| pstate | 3 |
| ahb_addr | 8 |
| ahb_rd | 32 |
## where the power goes
group	switching, µW	leakage (µW)	internal (µW)
combinational	74.4	0.000873	127
clock	374	0.000230	840
sequential	20.2	0.00110	1520
total	468	0.00221	2490
No activity file was given, so power comes from the tool's default toggle rates.
